==> ./design.v <==
`timescale 1 ns/1 ns
module SAD(Go, A_Addr, A_Data, B_Addr, B_Data, C_Addr, I_RW, I_En, O_RW, O_En, Done, SAD_Out, Clk, Rst);
   input Go;
   input [7:0] A_Data, B_Data;
   output reg [14:0] A_Addr, B_Addr;
   output reg [6:0] C_Addr;
   output reg I_RW, I_En, O_RW, O_En, Done; 
   output reg [31:0] SAD_Out;
   input Clk, Rst;
   parameter S0 = 3'b000, S1 = 3'b001,
             S2 = 3'b010, S3a = 3'b011, 
             S3 = 3'b100, S4 = 3'b101;
   reg [2:0] State;
   reg [31:0] Sum;
   integer I,J,K;
   function [7:0] ABSDiff;
      input [7:0] A;
      input [7:0] B;
      if (A>B) ABSDiff = A - B;
      else ABSDiff = B - A;
   endfunction
   always @(posedge Clk) begin
      if (Rst==1'b1) begin
         A_Addr <= {15{1'b0}};
         B_Addr <= {15{1'b0}};
	 C_Addr <= {7{1'b0}};
         I_RW <= 1'b0;
         I_En <= 1'b0;
	 O_RW <= 1'b0;
         O_En <= 1'b0;
         Done <= 1'b0;
         State <= S0;
         Sum <= 32'b0;
         SAD_Out <= 32'b0;
         I <= 0;
	 J <= 0;
	 K <= 0;
      end
      else begin
         A_Addr <= {15{1'b0}};
         B_Addr <= {15{1'b0}};
	 C_Addr <= {7{1'b0}};
         I_RW <= 1'b0;
         I_En <= 1'b0;
	 O_RW <= 1'b0;
         O_En <= 1'b0;
         Done <= 1'b0;
         SAD_Out <= 32'b0;
          case (State)
               S0: begin
                    if (Go==1'b1)
                      State <= S1;
                    else
                      State <= S0;
                   end
               S1: begin
                    Sum <= 32'b0;
                    J <= 0;
                    State <= S2;
                   end
    	       S2: begin
                if (!(J==256)) begin
                   State <= S3a;
                   A_Addr <= I;
                   B_Addr <= I;
                   I_RW <= 1'b0;
                   I_En <= 1'b1; 
                 end
                 else
                   State <= S4;
                end
            S3a: 
               State <= S3;
            S3: begin
                 Sum <= Sum + ABSDiff(A_Data, B_Data);
                 I <= I + 1;
		 J <= J + 1;
                 State <= S2;
                end
            S4: begin
		if(I<=32768) begin
		   SAD_Out <= Sum;
		   C_Addr <= K;
		   K <= K + 1;
		   O_RW <= 1'b1;
        	   O_En <= 1'b1;
                   State <= S1; 
                end
		else begin
		  State <= S0;
		  Done <= 1'b1;
		end
		end
         endcase
      end
   end
 endmodule
==> ./run.sh <==
#!/bin/bash
# OpenROAD 26Q1-2900-gdf79404cd8, Yosys 0.63+post, stock flow scripts
make -C /OpenROAD-flow-scripts/flow DESIGN_CONFIG=/design/flow/config.mk WORK_HOME=/design/flow/orfs finish
==> ./config.mk <==
export PLATFORM = sky130hd
export DESIGN_NAME = SAD
export DESIGN_NICKNAME = SAD
export VERILOG_FILES = /design/flow/design.v
export SDC_FILE = /design/flow/constraint.sdc
export NUM_CORES = 4
export LEC_CHECK = 1
export CORE_UTILIZATION = 30
==> ./constraint.sdc <==
current_design SAD

set clk_period 10.2
set clk_io_pct 0.2

create_clock -name clk0 -period $clk_period [get_ports {Clk}]

set non_clock_inputs [all_inputs -no_clocks]
set_input_delay [expr $clk_period * $clk_io_pct] -clock clk0 $non_clock_inputs
set_output_delay [expr $clk_period * $clk_io_pct] -clock clk0 [all_outputs]
==> impl_metrics.toml <==
# generated from flow reports
[final_layout]
layout_top_cells = "dfxtp_1 (166), clkdlybuf4s50_1 (90), nor2_1 (73)"
lay_top_count = "dfxtp_1"
syn_to_final_growth_pct = 20.85
fillers = 2512
drive_above_1_share_pct = 7.361

[clocking]
cts-buffers-inserted = 17
ctsLongestPathBuffers = 2
postCtsSetupBuffers = 0
clk_pin_slew_ns = 0.06
clockRootBuffer = "clkbuf_16"
cts_sinks = 166
cts_tree = "yes"
clk_latency_ns = 0.42
holdBufCountCts = 0
htreeDepth = 4
cts_resized = 0

[synth]
ys_types = 60
yosys_cells = 880
synth_area_per_cell_um2 = 8.905
yosysChipArea_um2 = 7836
synth_seq_share_pct = 42.41
enable_flop_cells = 0
numSynthFlops = 166
syn_inst = 880
flop_cell = "dfxtp_1"
syn_area_um2 = 7836
async_reset_ff_share_pct = 0
yosysWarnings = 1

[final_timing]
clock.fmax_mhz = 170.3
fin_setup_tns_ns = 0
holdWs_ns = 0.4371
setup_viol = 0
clock_skew_ns = 0.009277
slew_violations = 0
setup_ws_ns = 4.328
rsz0062_at_grt = "no"
period_used_pct = 57.57
slew_headroom_pct = 45.64
worst_pin_slew_ns = 0.8119
hold_viol_final = 0
min_period_ns = 5.872

[critical_path]
critical_path_required_ns = 10.55
crit_fanout = 16
r2r-start = "I[24]$_SDFFE_PP0P_"
reg2reg_depth = 6
start_kind = "input port"
startpoint = "A_Data[0]"
cp_slowest_cell = "or4_1"
cp_cell_sequence = "clkdlybuf4s50_1 > inv_1 > ha_1 > inv_1 > fa_1 > a21o_1 > a221oi_1 > a21oi_2 > mux2_2 > xnor2_1 > ha_1 > nand4_1 > a211oi_2 > o21ai_1 > buf_4 > or4_1 > a21oi_1"
path_class = "in2reg"
timing.rr.end = "SAD_Out[14]$_SDFF_PP0_"
critical_path_arrival_ns = 6.22
slowest_delay_ns = 0.47
critPathCaptureType = "flip-flop"
r2r_setup_slack_ns = 7.25

[job]
max_cap_viol_count = 0
warnings = 36

[grt]
grt_first_pass_wirelength_um = 28050
grt_max_degree = 68
grt_pass1_vias = 5726
antenna_found_initial = 0
overflow = 0
track_usage_pct = 12.94

[power_and_ir_drop]
switching_share_pct = 24.13
power.switching_uw = 323.2
power_mw = 1.339
seq_power_share_pct = 48.7
p_per_area_nw_per_um2 = 141.4
clkPwrFrac_pct = 44.4
p_leak_nw = 3.441
power_frac_comb_pct = 6.9
internal_power_mw = 1.016
ir_drop_v = 0.0001095

[placed_design]
dpl.hpwl_um = 11450
gp_congestion = 0.8947
post-place-ws_ns = 3.888
numPortBuffers = 91

[floorplan]
die_h_um = 163.6
initial_core_util_pct = 30.85
io_pins = 93
chipArea_um2 = 26770
core_area_um2 = 25400
die_w_um = 163.6
row_count = 58

[hold_path]
min_to = "State[1]$_DFF_P_"
hp-start = "State[5]$_DFF_P_"
hp-class = "reg2reg"
whs_path_depth = 1

[detailed_routing]
drt_wl_total_um = 16840
wl_per_cell_um = 13.14
drt_iter0_drc = 371
dr.pass1.iters = 4
vias_per_cell = 4.891
dr_total_vias = 6265
ant_nets = 0
diodes = 0
drc = 0

[run_status]
outcome = "complete, no violations"
sequential cells by signal, indices dropped and copies added, names as in the netlist:
register / count
I: 32
J: 32
SAD_Out: 32
Sum: 32
A_Addr: 15
C_Addr: 7
K: 7
State: 6
Done: 1
I_En: 1
O_RW: 1
power by group through the flow:
stage / Clock (mW) / Sequential [mW] / Combinational, mW
global route: 0.640 / 0.652 / 0.103
finish: 0.595 / 0.652 / 0.0923
CTS: 0.610 / 0.652 / 0.0931
cell families (layout without fill, tap and decap cells):
kind of cell | count (synthesis) | after routing | synth area share, %
xor+xnor | 41 | 41 | 4.583
fa+ha+maj | 33 | 33 | 5.556
buf+inv | 98 | 169 | 5.636
mux | 28 | 28 | 3.832
simple gates | 378 | 378 | 26.20
flops | 166 | 166 | 42.41
compound gates | 135 | 135 | 11.74
other cells | 1 | 1 | 0.04785
metrics by stage:
stage / area, um2 / utilization, % / std cells
6_report: 9470 / 37.29 / 1281
5_1_grt: 9470 / 37.29 / 1281
4_1_cts: 9470 / 37.29 / 1281
3_5_place_dp: 8922 / 35.13 / 1249
3_3_place_gp: 8922 / 35.13 / 1249
2_1_floorplan: 7836 / - / 880
worst max-delay path, delay by kind of cell:
| kind | cells | cell delay, ns |
|---|---|---|
| AND-OR/OR-AND | 6 | 1.39 |
| XOR/XNOR | 1 | 0.14 |
| adder cells (fa/ha/maj) | 3 | 0.91 |
| buffers and inverters | 4 | 0.74 |
| multiplexers | 1 | 0.32 |
| AND/OR/NAND/NOR | 2 | 0.65 |
how the worst max path moves through the flow:
stage         depth (start not counted)  slack (ns)              endpoint
CTS                                  17        4.30  Sum[26]$_SDFFE_PP0N_
finish                               17        4.33  Sum[26]$_SDFFE_PP0N_
global route                         16        3.97  Sum[31]$_SDFFE_PP0N_
cells in the mapped netlist (12+ instances only):
library cell	instances	area [um2]
and3_1	15	93.84
nand4_1	30	187.7
buf_4	17	127.6
and2_1	49	306.5
mux2i_1	12	120.1
nor2_1	73	274.0
nor3b_1	13	97.59
inv_1	37	138.9
a21oi_1	46	230.2
clkbuf_1	31	116.4
xor2_1	14	122.6
nor3_1	20	100.1
ha_1	30	375.4
mux2_2	16	180.2
nand3_1	33	165.2
or3_1	12	75.07
o21ai_0	14	70.07
xnor2_1	27	236.5
dfxtp_1	166	3323
nand2_1	63	236.5
nor4_1	24	150.1
or4_1	13	97.59
final cells by class:
type,instances,area [um2],area share (%)
clock buffers,19,452.9,4.783
clock inverters,13,95.09,1.004
inverters,37,138.9,1.467
multi-input cells,616,4071,42.99
flip-flops and latches,166,3323,35.09
well taps,330,412.9,4.360
repair buffers,100,975.9,10.31
layer usage:
| layer | wire, um | global-route usage [%] |
|---|---|---|
| met2 | 7744 | 20.22 |
| met1 | 8072 | 19.75 |
| met5 | 0 | 0 |
| met4 | 229 | 1.852 |
| met3 | 788 | 1.733 |
Power is estimated from default activity; no workload was simulated.
