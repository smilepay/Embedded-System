<file path="flow/design.v">
`timescale 1 ns/1 ns
module Sram_Result(Data_In, Data_Out, Addr, RW, En, Clk, Rst);
   input [6:0] Addr;
   input RW;
   input En;
   input Clk;
   input Rst;
   input [31:0] Data_In;
   output reg [31:0] Data_Out;
   reg [31:0] Memory [0:(2**7-1)];
   integer Index;
   always @(posedge Clk) begin
      Data_Out <= 32'b0;
      if (Rst==1) begin
         for(Index=0;Index<(2**7);Index=Index+1)  
             Memory[Index] <= 32'b0;
      end
      else if (En==1'b1 && RW==1'b1)
         Memory[Addr] <= Data_In;
      else if (En==1'b1 && RW==1'b0) 
         Data_Out <= Memory[Addr];
    end   
 endmodule
</file>
<file path="flow/run.sh">
#!/bin/bash
# OpenROAD 26Q1-2900-gdf79404cd8, Yosys 0.63+post, stock flow scripts
make -C /OpenROAD-flow-scripts/flow DESIGN_CONFIG=/design/flow/config.mk WORK_HOME=/design/flow/orfs finish
</file>
<file path="flow/config.mk">
export PLATFORM = sky130hd
export DESIGN_NAME = Sram_Result
export DESIGN_NICKNAME = Sram_Result
export VERILOG_FILES = /design/flow/design.v
export SDC_FILE = /design/flow/constraint.sdc
export NUM_CORES = 4
export LEC_CHECK = 1
export CORE_UTILIZATION = 30
</file>
<file path="flow/constraint.sdc">
current_design Sram_Result

set clk_period 54.9
set clk_io_pct 0.2

create_clock -name clk0 -period $clk_period [get_ports {Clk}]

set non_clock_inputs [all_inputs -no_clocks]
set_input_delay [expr $clk_period * $clk_io_pct] -clock clk0 $non_clock_inputs
set_output_delay [expr $clk_period * $clk_io_pct] -clock clk0 [all_outputs]
</file>
==> impl_metrics.ini <==
; generated from flow reports
[setup_path]
cp.required_ns = 55.79
cp_max_fo = 41
cp_top_family = simple AND/OR/NAND/NOR gates
critPathLaunchType = input pin
worst_path_largest_cell_delay_ns = 1.00
crit_slowest_cell = nor3_1
arrival_ns = 16.52
critPathMostFrequentCell = buf_4
criticalPathCategory = in2reg
crit_buf_inv = 4
crit_chain = buf_8 -> buf_4 -> buf_4 -> and3b_4 -> buf_4 -> a221oi_1 -> a31oi_1 -> nor3_1 -> nand4_1 -> o31a_1
crit_path_end_kind = register

[worst_hold_path]
min_path_type = reg2reg

[final_timing]
final_max_slew_viol_count = 1
period_used_share = 0.285
finalSetupViolCount = 0
max_freq_mhz = 64.0
rsz0062_at_grt = false
clock_skew_ns = 0.0789
max_slew_margin = -0.00395
worst_slack_ns = 39.27
finalHoldViolCount = 0
worst_pin_slew_ns = 1.49
min_period_ns = 15.63
setup_tns_ns = 0

[yosys]
yosys-stat-cells = 14200
synth_cell_types = 73
syn_area_um2 = 188000
ys.flop_type = edfxtp_1
ys_warn_count = 1
async_flop_share = 0
synth_flops = 4128
synth.avg_cell_area_um2 = 13.3
ys_area_um2 = 188000
netlist_instances = 14200
synth-edff-count = 4096
postSynthSeqShare = 0.657

[drt]
wirelength_mm = 698
via_per_inst = 5.30
drc_errors = 0
vias = 119000
dr.first_iter.drc_count = 9891
drt_first_pass_iters = 10
ant_nets = 0
drt-wirelength-per-cell_um = 30.9

[die]
fp-utilization = 0.301
core_area_um2 = 624000
die_w_um = 794
dieHeight_um = 794
num_rows = 290
io_pins = 75
die_area_um2 = 630000

[status]
violations = capacitance limit, slew limit
status = finished, violations left

[cts]
post_cts_buffers = 0
cts_hold_repair.buffers = 0
clk_latency_ns = 1.05
ctsLongestPathBuffers = 4
cts_root_buf = clkbuf_16
clk_transition_reported_paths_ns = 0.06
cts.sinks = 4128
cts_tree = done
numCtsBuffers = 442
post_cts_resized = 0
htree_levels = 5

[placed_design]
dp_worst_setup_slack_ns = 38.36
hpwlAfterDp_mm = 420
gp_congestion = 0.975
numPortBuffers = 74

[layout]
drive_gt1_frac = 0.132
nFillCells = 59100
layout_top_cell = and2_1
syn_to_final_growth_pct = 12.8
layout_top_cells = and2_1, edfxtp_1, buf_4, nand2_1

[grt]
grt_pass1_wl_mm = 964
antenna_found_initial = 75
overflow = 0
grt_max_degree = 96
grt_use_total = 0.230
grt_pass1_vias = 120000

[power_and_ir_drop]
ir_worst_vdd_v = 0.0000297
p_leak_uw = 0.0727
power_uw = 7120
power.density_nw_per_um2 = 33.6

[run]
cap_violations = 1
tool_warnings = 27
[kinds of logic after synthesis]
logic type / synth area share
compound gates: 0.0957
mux: 0.0449
simple gates: 0.166
flops: 0.657
buf+inv: 0.0358
[path summary, 6_finish.rpt]
path	cells after the start	startpoint	endpoint	slack, ns
worst min-delay path	5	Memory[91][21]	Data_Out[21]	0.78
worst max register to register	7	Memory[60][1]	Data_Out[1]	51.01
worst max-delay path	10	Addr[0]	Data_Out[25]	39.27
worst min register to register	5	Memory[91][21]	Data_Out[21]	0.78
[through the flow]
stage          instance area (um^2)  hold WS (ns)  utilization  std cells
6_report                     212000         0.781        0.340      22600
5_1_grt                      212000         0.837        0.340      22500
4_1_cts                      212000         0.805        0.340      22500
3_5_place_dp                 198000         0.793        0.318      21700
3_3_place_gp                 198000         0.796        0.318      21700
2_1_floorplan                188000         0.640            -      14200
[worst min-delay path: cells and delay by family (launching register included)]
| kind | cells | cell delay (ns) |
|---|---|---|
| AOI/OAI and AO/OA | 3 | 0.22 |
| DFF | 1 | 0.32 |
| and+or+nand+nor | 2 | 0.23 |
[routing by layer]
| metal | GRT usage | wire, um |
|---|---|---|
| met1 | 0.248 | 224000 |
| met4 | 0.114 | 44400 |
| met2 | 0.317 | 295000 |
| met5 | 0.0452 | 3820 |
| met3 | 0.187 | 131000 |
[area by class of cell]
| type | count | area (um^2) | share of cell area |
|---|---|---|---|
| well taps | 8322 | 10400 | 0.0491 |
| multi-input cells | 8504 | 58300 | 0.275 |
| clock buffers | 570 | 11800 | 0.0554 |
| repair buffers | 711 | 5800 | 0.0274 |
| inverters | 5 | 41.3 | 0.000195 |
| diodes | 81 | 203 | 0.000956 |
| clock inverters | 244 | 1910 | 0.00898 |
| flip-flops and latches | 4128 | 124000 | 0.583 |
[sequential cells by signal (all words and copies together) (netlist names)]
name / cells
Memory: 4096
Data_Out: 32
[cells in the mapped netlist (all sizes together), types with 53 or more instances]
library cell | number | area, um^2
a221oi | 395 | 3510
a221o | 58 | 581
mux2i | 453 | 4530
o22ai | 162 | 1010
a222oi | 167 | 1670
a21oi | 453 | 2270
a22o | 65 | 569
nand2 | 478 | 1800
clkbuf | 1062 | 3990
nor3 | 70 | 355
nor2 | 400 | 1530
edfxtp | 4096 | 123000
mux4 | 105 | 2360
o211ai | 53 | 398
or2 | 131 | 820
o21ai | 286 | 1430
and2 | 4113 | 25700
o221ai | 64 | 561
a22oi | 358 | 2690
o22a | 55 | 482
buf | 473 | 2730
mux2 | 137 | 1540
[report_power, final]
part / internal [uW] / switching [uW]
combinational: 144 / 444
clock: 1610 / 1260
sequential: 3610 / 46.3
total: 5370 / 1750
